[./run.sh]
#!/bin/bash
# OpenROAD 26Q1-2900-gdf79404cd8, Yosys 0.63+post, stock flow scripts
make -C /OpenROAD-flow-scripts/flow DESIGN_CONFIG=/design/flow/config.mk WORK_HOME=/design/flow/orfs finish
[./config.mk]
export PLATFORM = sky130hd
export DESIGN_NAME = FIRtest
export DESIGN_NICKNAME = FIRtest
export VERILOG_FILES = /design/flow/design.v
export SDC_FILE = /design/flow/constraint.sdc
export NUM_CORES = 4
export LEC_CHECK = 1
export CORE_UTILIZATION = 40
[./constraint.sdc]
current_design FIRtest

set clk_period 16.3
set clk_io_pct 0.2

create_clock -name clk0 -period $clk_period [get_ports {clk}]

set non_clock_inputs [all_inputs -no_clocks]
set_input_delay [expr $clk_period * $clk_io_pct] -clock clk0 $non_clock_inputs
set_output_delay [expr $clk_period * $clk_io_pct] -clock clk0 [all_outputs]
[./design.v]
`timescale 1ns / 1ps
module FIRtest(clk,rst,x,dataout);
    input signed [12:0]x;
    input clk,rst;
    output signed [12:0]dataout;
    wire signed [25:0]m1,m2,m3,m4,m5,m6,m7,m8,m9,m10,m11,m12,m13,m14,m15,m16,m17,m18,m19,m20,m21,m22,m23,m24,m25,m26,m27,m28,m29,m30,m31,m32,m33,m34;
    wire signed [12:0]d_1,d_2,d_3,d_4,d_5,d_6,d_7,d_8,d_9,d_10,d_11,d_12,d_13,d_14,d_15,d_16,d_17,d_18,d_19,d_20,d_21,d_22,d_23,d_24,d_25,d_26,d_27,d_28,d_29,d_30,d_31,d_32,d_33;
    wire signed [25:0]d1,d2,d3,d4,d5,d6,d7,d8,d9,d10,d11,d12,d13,d14,d15,d16,d17,d18,d19,d20,d21,d22,d23,d24,d25,d26,d27,d28,d29,d30,d31,d32;
    wire signed [25:0] datasave;
    wire signed [12:0] dp_1,dp_2,dp_3,dp_4,dp_5,dp_6,dp_7,dp_8,dp_9,dp_10,dp_11,dp_12,dp_13,dp_14,dp_15,dp_16,dp_17,dp_18,dp_19,dp_20,dp_21,dp_22,dp_23,dp_24,dp_25,dp_26,dp_27,dp_28,dp_29,dp_30,dp_31,dp_32,dp_33;
    wire signed [25:0] dpa_1,dpa_2,dpa_3,dpa_4,dpa_5,dpa_6,dpa_7,dpa_8,dpa_9,dpa_10,dpa_11,dpa_12,dpa_13,dpa_14,dpa_15,dpa_16,dpa_17,dpa_18,dpa_19,dpa_20,dpa_21,dpa_22,dpa_23,dpa_24,dpa_25,dpa_26,dpa_27,dpa_28,dpa_29,dpa_30,dpa_31,dpa_32,dpa_33;
    reg signed [12:0] h0 = -13'd7;
    reg signed [12:0] h1 = 13'd13;
    reg signed [12:0] h2 = 13'd15;
    reg signed [12:0] h3 = -13'd6;
    reg signed [12:0] h4 = -13'd25;
    reg signed [12:0] h5 = -13'd2;
    reg signed [12:0] h6 = 13'd36;
    reg signed [12:0] h7 = 13'd19;
    reg signed [12:0] h8 = -13'd44;
    reg signed [12:0] h9 = -13'd51;
    reg signed [12:0] h10 = 13'd41;
    reg signed [12:0] h11 = 13'd98;
    reg signed [12:0] h12 = -13'd16;
    reg signed [12:0] h13 = -13'd176;
    reg signed [12:0] h14 = -13'd72;
    reg signed [12:0] h15 = 13'd380;
    reg signed [12:0] h16 = 13'd824;
    multi mu1(clk,rst,h0,x,m1);
    dff u1(clk,rst,x,d_1);
    dff up1(clk,rst,d_1,dp_1); 
    dff_25bit upa1(clk,rst,m1,dpa_1);  
    multi mu2(clk,rst,h1,dp_1,m2);  
    adder ad1(clk,rst,dpa_1,m2,d1);
    dff u2(clk,rst,d_1,d_2);
    dff up2(clk,rst,d_2,dp_2); 
    dff_25bit upa2(clk,rst,d1,dpa_2);  
    multi mu3(clk,rst,h2,dp_2,m3);
    adder ad2(clk,rst,dpa_2,m3,d2);
    dff u3(clk,rst,d_2,d_3);
    dff up3(clk,rst,d_3,dp_3); 
    dff_25bit upa3(clk,rst,d2,dpa_3);  
    multi mu4(clk,rst,h3,dp_3,m4);
    adder ad3(clk,rst,dpa_3,m4,d3);
    dff u4(clk,rst,d_3,d_4);
    dff up4(clk,rst,d_4,dp_4); 
    dff_25bit upa4(clk,rst,d3,dpa_4);  
    multi mu5(clk,rst,h4,dp_4,m5);
    adder ad4(clk,rst,dpa_4,m5,d4);
    dff u5(clk,rst,d_4,d_5);
    dff up5(clk,rst,d_5,dp_5); 
    dff_25bit upa5(clk,rst,d4,dpa_5);  
    multi mu6(clk,rst,h5,dp_5,m6);
    adder ad5(clk,rst,dpa_5,m6,d5);
    dff u6(clk,rst,d_5,d_6);
    dff up6(clk,rst,d_6,dp_6); 
    dff_25bit upa6(clk,rst,d5,dpa_6);  
    multi mu7(clk,rst,h6,dp_6,m7);   
    adder ad6(clk,rst,dpa_6,m7,d6);
    dff u7(clk,rst,d_6,d_7);
    dff up7(clk,rst,d_7,dp_7); 
    dff_25bit upa7(clk,rst,d6,dpa_7);  
    multi mu8(clk,rst,h7,dp_7,m8);   
    adder ad7(clk,rst,dpa_7,m8,d7);
    dff u8(clk,rst,d_7,d_8);
    dff up8(clk,rst,d_8,dp_8); 
    dff_25bit upa8(clk,rst,d7,dpa_8);  
    multi mu9(clk,rst,h8,dp_8,m9);
    adder ad8(clk,rst,dpa_8,m9,d8);
    dff u9(clk,rst,d_8,d_9);
    dff up9(clk,rst,d_9,dp_9); 
    dff_25bit upa9(clk,rst,d8,dpa_9);  
    multi mu10(clk,rst,h9,dp_9,m10);
    adder ad9(clk,rst,dpa_9,m10,d9);
    dff u10(clk,rst,d_9,d_10);
    dff up10(clk,rst,d_10,dp_10); 
    dff_25bit upa10(clk,rst,d9,dpa_10);  
    multi mu11(clk,rst,h10,dp_10,m11);    
    adder ad10(clk,rst,dpa_10,m11,d10);
    dff u11(clk,rst,d_10,d_11);
    dff up11(clk,rst,d_11,dp_11); 
    dff_25bit upa11(clk,rst,d10,dpa_11);  
    multi mu12(clk,rst,h11,dp_11,m12);
    adder ad11(clk,rst,dpa_11,m12,d11);
    dff u12(clk,rst,d_11,d_12);
    dff up12(clk,rst,d_12,dp_12); 
    dff_25bit upa12(clk,rst,d11,dpa_12);  
    multi mu13(clk,rst,h12,dp_12,m13);
    adder ad12(clk,rst,dpa_12,m13,d12);
    dff u13(clk,rst,d_12,d_13);
    dff up13(clk,rst,d_13,dp_13); 
    dff_25bit upa13(clk,rst,d12,dpa_13);  
    multi mu14(clk,rst,h13,dp_13,m14);
    adder ad13(clk,rst,dpa_13,m14,d13);
    dff u14(clk,rst,d_13,d_14);
    dff up14(clk,rst,d_14,dp_14); 
    dff_25bit upa14(clk,rst,d13,dpa_14);  
    multi mu15(clk,rst,h14,dp_14,m15);
    adder ad14(clk,rst,dpa_14,m15,d14);
    dff u15(clk,rst,d_14,d_15);
    dff up15(clk,rst,d_15,dp_15); 
    dff_25bit upa15(clk,rst,d14,dpa_15);  
    multi mu16(clk,rst,h15,dp_15,m16);
    adder ad15(clk,rst,dpa_15,m16,d15);
    dff u16(clk,rst,d_15,d_16);
    dff up16(clk,rst,d_16,dp_16); 
    dff_25bit upa16(clk,rst,d15,dpa_16);  
    multi mu17(clk,rst,h16,dp_16,m17);
    adder ad16(clk,rst,dpa_16,m17,d16);
    dff u17(clk,rst,d_16,d_17);
    dff up17(clk,rst,d_17,dp_17); 
    dff_25bit upa17(clk,rst,d16,dpa_17);  
    multi mu18(clk,rst,h16,dp_17,m18);
    adder ad17(clk,rst,dpa_17,m18,d17);
    dff u18(clk,rst,d_17,d_18);
    dff up18(clk,rst,d_18,dp_18); 
    dff_25bit upa18(clk,rst,d17,dpa_18);  
    multi mu19(clk,rst,h15,dp_18,m19);
    adder ad18(clk,rst,dpa_18,m19,d18);
    dff u19(clk,rst,d_18,d_19);
    dff up19(clk,rst,d_19,dp_19); 
    dff_25bit upa19(clk,rst,d18,dpa_19);  
    multi mu20(clk,rst,h14,dp_19,m20);
    adder ad19(clk,rst,dpa_19,m20,d19);
    dff u20(clk,rst,d_19,d_20);
    dff up20(clk,rst,d_20,dp_20); 
    dff_25bit upa20(clk,rst,d19,dpa_20);  
    multi mu21(clk,rst,h13,dp_20,m21);
    adder ad20(clk,rst,dpa_20,m21,d20);
    dff u21(clk,rst,d_20,d_21);
    dff up21(clk,rst,d_21,dp_21); 
    dff_25bit upa21(clk,rst,d20,dpa_21);  
    multi mu22(clk,rst,h12,dp_21,m22);
    adder ad21(clk,rst,dpa_21,m22,d21);
    dff u22(clk,rst,d_21,d_22);
    dff up22(clk,rst,d_22,dp_22); 
    dff_25bit upa22(clk,rst,d21,dpa_22);  
    multi mu23(clk,rst,h11,dp_22,m23);
    adder ad22(clk,rst,dpa_22,m23,d22);
    dff u23(clk,rst,d_22,d_23);
    dff up23(clk,rst,d_23,dp_23); 
    dff_25bit upa23(clk,rst,d22,dpa_23);  
    multi mu24(clk,rst,h10,dp_23,m24);
    adder ad23(clk,rst,dpa_23,m24,d23);
    dff u24(clk,rst,d_23,d_24);
    dff up24(clk,rst,d_24,dp_24); 
    dff_25bit upa24(clk,rst,d23,dpa_24);  
    multi mu25(clk,rst,h9,dp_24,m25);
    adder ad24(clk,rst,dpa_24,m25,d24);
    dff u25(clk,rst,d_24,d_25);
    dff up25(clk,rst,d_25,dp_25); 
    dff_25bit upa25(clk,rst,d24,dpa_25);  
    multi mu26(clk,rst,h8,dp_25,m26);
    adder ad25(clk,rst,dpa_25,m26,d25);
    dff u26(clk,rst,d_25,d_26);
    dff up26(clk,rst,d_26,dp_26); 
    dff_25bit upa26(clk,rst,d25,dpa_26);  
    multi mu27(clk,rst,h7,dp_26,m27);
    adder ad26(clk,rst,dpa_26,m27,d26);
    dff u27(clk,rst,d_26,d_27);
    dff up27(clk,rst,d_27,dp_27); 
    dff_25bit upa27(clk,rst,d26,dpa_27);  
    multi mu28(clk,rst,h6,dp_27,m28);
    adder ad27(clk,rst,dpa_27,m28,d27);
    dff u28(clk,rst,d_27,d_28);
    dff up28(clk,rst,d_28,dp_28); 
    dff_25bit upa28(clk,rst,d27,dpa_28);  
    multi mu29(clk,rst,h5,dp_28,m29);
    adder ad28(clk,rst,dpa_28,m29,d28);
    dff u29(clk,rst,d_28,d_29);
    dff up29(clk,rst,d_29,dp_29); 
    dff_25bit upa29(clk,rst,d28,dpa_29);  
    multi mu30(clk,rst,h4,dp_29,m30);
    adder ad29(clk,rst,dpa_29,m30,d29);
    dff u30(clk,rst,d_29,d_30);
    dff up30(clk,rst,d_30,dp_30); 
    dff_25bit upa30(clk,rst,d29,dpa_30);  
    multi mu31(clk,rst,h3,dp_30,m31);
    adder ad30(clk,rst,dpa_30,m31,d30);
    dff u31(clk,rst,d_30,d_31);
    dff up31(clk,rst,d_31,dp_31); 
    dff_25bit upa31(clk,rst,d30,dpa_31);  
    multi mu32(clk,rst,h2,dp_31,m32);
    adder ad31(clk,rst,dpa_31,m32,d31);
    dff u32(clk,rst,d_31,d_32);
    dff up32(clk,rst,d_32,dp_32); 
    dff_25bit upa32(clk,rst,d31,dpa_32);  
    multi mu33(clk,rst,h1,dp_32,m33);
    adder ad32(clk,rst,dpa_32,m33,d32);
    dff u33(clk,rst,d_32,d_33);
    dff up33(clk,rst,d_33,dp_33); 
    dff_25bit upa33(clk,rst,d32,dpa_33);  
    multi mu34(clk,rst,h0,dp_33,m34);
    adder ad33(clk,rst,dpa_33,m34,datasave);
    assign dataout = datasave >> 11 ;
endmodule
`timescale 1ns / 1ps
module adder(
    input clk,rst,
    input signed [25:0] din1,
    input signed [25:0] din2,
    output signed [25:0] dout
    );
    assign dout = din1 + din2;
endmodule
`timescale 1ns / 1ps
module dff(clk,rst,d,q); 
    input clk,rst;
    input [12:0]d;
    output [12:0]q;
    reg [12:0]q;
    always@(posedge clk)
    begin
        if(rst==1)
        begin
            q=0;
        end
        else
        begin
            q=d;
        end
    end
endmodule
`timescale 1ns / 1ps
module dff_25bit(clk,rst,d,q); 
    input clk,rst;
    input [25:0]d;
    output [25:0]q;
    reg [25:0]q;
    always@(posedge clk)
    begin
        if(rst==1)
        begin
            q=0;
        end
        else
        begin
            q=d;
        end
    end
endmodule
`timescale 1ns / 1ps
module multi(
    input clk,rst,
    input signed [12:0] din1,
    input signed [12:0] din2,
    output reg signed [25:0] dout
    );
    reg [12:0] num1;
    reg [12:0] num2;
    wire [25:0] sum;
    always @(*)
    begin
        if(din1 < 0)
            num1[12:0] <= ~(din1[12:0] -1'b1);
        else
            num1[12:0] <= din1[12:0];
        if(din2 < 0)
            num2[12:0] <= ~(din2[12:0] - 1'b1);
        else
            num2[12:0] <= din2[12:0];            
    end
    mul mul1(.din1(num1),.din2(num2),.dout(sum));
    always @(*)
    begin
        if((din1 < 0 && din2 < 0) || (din1 > 0 && din2 > 0))
            dout[25:0] <= sum[25:0];
        else if((din1 < 0 && din2 > 0) || (din1 > 0 && din2 < 0))
            dout[25:0] <= ~sum[25:0] + 1'b1;
        else
            dout <= 0;    
    end
endmodule
`timescale 1ns / 1ps
module mul(
    input [12:0] din1,
    input [12:0] din2,
    output reg [25:0] dout
    );
    integer i;
    always@(*)
    begin
        dout = 0;
        for(i = 0; i < 13; i = i + 1)
        begin
            if(din2[i] == 1)
            begin
                dout = (din1 << i) + dout;
            end
            else
                dout = dout;
        end
    end
endmodule
==> job_summary.md <==
## PnR job results

| Metric | Value |
|---|---|
| Largest net degree at the start of global routing | 139 |
| GRT Residual Overflow | 0 |
| Cell variety after synth | 122 |
| CP peak stage delay | 0.64 ns |
| Dpl ws | 2.17 ns |
| Fin Setup TNS | 0 ns |
| Avg Inst Size Synth | 7.83 um2 |
| Fill cells | 29.8k |
| Late-Pin Clk Latency | 0.87 ns |
| #FFs+latches synth | 1234 |
| Tmin final | 14.96 ns |
| Final Setup Violations | 0 |
| Vias in the first global route | 95.8k |
| # DRC | 0 |
| Number of cells on the critical path | 45 |
| Cycle use final | 91.8% |
| Log Warnings | 98 |
| DR pass1 iterations | 5 |
| RSZ-0062 raised after global routing | no |
| Ys async rst share | 0% |
| Worst hold path type | flop to flop |
| Worst-path cell with the longest stage delay | nor4_1 |
| GRT Overall Usage | 19.7% |
| Area of the core | 301000 um2 |
| Vias | 102k |
| Leak | 0.0552 uW |
| Cell family with most CP delay | adder cells |
| Most instantiated logic cells after routing | nor2_1 (1800), xnor2_1 (1639), dfxtp_1 (1234) |
| Hold depth | 1 |
| CP arrival | 11.70 ns |
| Post-CTS Setup Inserts | 0 |
| Initial antenna violation count | 3 |
| Comb area | 91100 um2 |
| Critical Path Sink Type | output pin |
| Final hold slack | 0.397 ns |
| Yosys Warn Count | 5 |
| Final clock skew | 0.0841 ns |
| R2R depth | 48 |
| Commonest Layout Cell | nor2_1 |
| FP Core Util | 40.3% |
| EDFF count, synth | 0 |
| Rows | 201 |
| Max Root-Sink Buffers | 4 |
| First-pass GRT wire length | 490000 um |
| Die area | 305000 um2 |
| Final Hold Viols | 0 |
| CTS HTree Levels | 4 |
| Die Width | 553 um |
| Routed length per instance | 15.4 um |
| Ys cells | 15.5k |
| Top fanout value on the critical path | 6 |
| Status | finished clean |
| Crit path kind | flop to output pin |
| Clock Sinks | 1234 |
| Seq. cell area | 24700 um2 |
| TritonCTS buffer count | 151 |
| Crit-path most repeated cell | ha_1 |
| Most common reg cell | dfxtp_1 |
| Die Y-Extent | 553 um |
| Share of the yosys chip area belonging to registers | 20.4% |
| Reg clk slew, reported paths | 0.06 ns |
| CTS tree | yes |
| Yosys stat area | 121000 um2 |
| DRT antenna net count | 0 |
| Final worst slack | 1.34 ns |
| Maximum vdd drop | 179 uV |
| Mapped Cells | 15.5k |
| CTS resizes | 0 |
| Worst Path Buf+Inv | 5 |
| I/O pins | 28 |
| Post-DP HPWL | 239000 um |
| Post-Syn Area | 121000 um2 |
| # hold bufs at CTS | 0 |
| Placed Cells | 19.2k |
| Max-cap violations | 0 |
| PD cells | 58.1 nW/um2 |
| Vias per Instance | 5.26 |
| Area Growth Syn to Fin | 7.90% |
| Data required, critical path | 13.04 ns |
| Global placer's final weighted congestion | 0.921 |
| DR iter-0 viols | 4901 |
| Layout cell share with drive strength beyond 1 | 4.57% |
| Final std cells w/o fill | 19.4k |
| Final Max Slew Viols | 0 |
| Fmax | 0.0669 GHz |
| Tightest Pin Transition | 0.901 ns |
| Slew headroom | 39.2% |
| Crit path launch type | flop |
| Number of port buffers | 27 |
| Post-Route WL | 298000 um |
| Root Buffer | clkbuf_16 |
report_power, final:
part / total [uW] / internal, uW / switching, uW
Sequential: 3170 / 3110 / 60.9
Combinational: 935 / 389 / 546
Clock: 3500 / 2090 / 1410
final timing paths:
check,endpoint,from,slack (ns)
min reg2reg,upa13.q[1]$_SDFF_PP0_,upa12.q[1]$_SDFF_PP0_,0.40
max reg2reg,upa10.q[23]$_SDFF_PP0_,u10.q[0]$_SDFF_PP0_,3.61
min,upa13.q[1]$_SDFF_PP0_,upa12.q[1]$_SDFF_PP0_,0.40
max,dataout[12],up33.q[0]$_SDFF_PP0_,1.34
area by class of cell:
class	count	area share [%]
clock buffers	183	3.12
inverters	1031	2.96
well taps	3958	3.78
clock inverters	84	0.847
multi-input cells	12796	69.6
repair buffers	133	0.828
flip-flops and latches	1234	18.9
diodes	2	0.00382
per-layer routing:
layer / vias to the layer above / track usage, % / wire [um]
met2: 1358 / 34.3 / 144000
met3: 424 / 1.56 / 8080
li1: 54017 / - / -
met1: 46438 / 26.2 / 137000
met4: 0 / 5.43 / 9690
met5: - / 0 / 0
Yosys cell counts (all sizes together), types with 93 or more instances:
library cell / n / area share (%)
o21ai: 563 / 2.3
o21bai: 560 / 3.5
clkbuf: 377 / 1.2
o22ai: 93 / 0.48
dfxtp: 1234 / 20
nand3: 257 / 1.1
and2: 114 / 0.59
nor2b: 568 / 2.9
nor3: 315 / 1.3
o31ai: 156 / 0.99
nor2: 1801 / 5.6
or3: 185 / 0.95
xor2: 727 / 5.3
a211oi: 112 / 0.73
and3: 124 / 0.64
a21oi: 1050 / 4.3
inv: 1026 / 3.2
mux2: 122 / 1.1
nand2b: 179 / 0.92
a21o: 132 / 0.82
a31oi: 181 / 0.93
nand2: 977 / 3.0
mux2i: 269 / 2.2
ha: 1156 / 12
nor4: 99 / 0.52
or2: 94 / 0.48
xnor2: 1646 / 12
cells by family after synthesis:
| group | count (synthesis) | share of synthesized area [%] |
|---|---|---|
| XOR/XNOR | 2452 | 18.7 |
| flip-flops | 1234 | 20.4 |
| multiplexers | 391 | 3.36 |
| adder cells (fa/ha/maj) | 1191 | 12.5 |
| buffers and inverters | 1466 | 4.59 |
| AND/OR/NAND/NOR | 5047 | 20.2 |
| AND-OR/OR-AND | 3715 | 20.4 |
metrics by stage:
step,instance area (um2),total power [uW],util (%)
6_report,131000,7610,43.5
5_1_grt,131000,7970,43.5
4_1_cts,131000,7720,43.5
3_5_place_dp,126000,4170,41.8
3_3_place_gp,126000,4170,41.8
2_1_floorplan,121000,3970,-
Power and IR drop assume default switching activity.
